$ cat flow/design.v
module synchro1 #(parameter ADDRSIZE = 4)
 (output reg [ADDRSIZE:0] wq2_rptr,
 input [ADDRSIZE:0] rptr,
 input wclk, wrst_n);
 reg [ADDRSIZE:0] wq1_rptr;
 always @(posedge wclk or negedge wrst_n)
 if (!wrst_n) {wq2_rptr,wq1_rptr} <= 0;
 else {wq2_rptr,wq1_rptr} <= {wq1_rptr,rptr};
 endmodule
$ cat flow/constraint.sdc
current_design synchro1

set clk_period 1.0
set clk_io_pct 0.2

create_clock -name clk0 -period $clk_period [get_ports {wclk}]

set non_clock_inputs [all_inputs -no_clocks]
set_input_delay [expr $clk_period * $clk_io_pct] -clock clk0 $non_clock_inputs
set_output_delay [expr $clk_period * $clk_io_pct] -clock clk0 [all_outputs]
$ cat flow/config.mk
export PLATFORM = sky130hd
export DESIGN_NAME = synchro1
export DESIGN_NICKNAME = synchro1
export VERILOG_FILES = /design/flow/design.v
export SDC_FILE = /design/flow/constraint.sdc
export NUM_CORES = 4
export LEC_CHECK = 1
export CORE_AREA = 10 10 70 70
export DIE_AREA = 0 0 80 80
$ cat flow/run.sh
#!/bin/bash
# OpenROAD 26Q1-2900-gdf79404cd8, Yosys 0.63+post, stock flow scripts
make -C /OpenROAD-flow-scripts/flow DESIGN_CONFIG=/design/flow/config.mk WORK_HOME=/design/flow/orfs finish
==> run notes <==
The flow run is done. In this run the standard cell core region covers 0.00342 sq mm. Number of cell rows landed at 21. The number of global-route vias before repair was 153.

The synthesized design devotes to its leading area cell type 100% of total area. Averaged over all synthesized cells, the footprint is 25.0 sq um. Cell count listed in synth_stat.txt landed at 10.

The path class of the tightest hold or removal check is in2async. After floorplanning, the die was sized to cover 0.00640 sq mm. Before CTS, the worst setup slack after placement is -0.00342 ns. Count of cell types in the netlist landed at 1. Relative max-transition margin landed at 91.8%. Share of cells above drive strength 1 landed at 38.5%.

The placement summary gives the final routability congestion estimate as 0.621. Pins over their slew limit in the final report were tallied at 0. Number of iterations in the first detailed-routing pass landed at 1.

Footprint of the multi-input gates landed at 0 sq um. Clock-pin slew was measured on the worst setup and hold paths at 0.07 ns. Clock latency of the later-clocked register in the worst-skew pair landed at 0.26 ns. Number of warnings reported in the yosys synthesis log landed at 1. Entering global routing, the biggest net connects 11 pins. The setup check on the worst reg-to-reg path leaves a slack of 0.53 ns. The worst setup path is captured at a primary output.

0 antenna diodes ended up in the layout. In the final run the clock tree shows a worst skew of 0.000267 ns. The synthesized netlist devotes 0% of its cell area to XOR and XNOR gates.

The script parses the final routing iteration and logs DRC violations as 0. Arrival time of the worst setup path landed at 0.75 ns. The flow ran to the end, and the final reports show no timing, DRC or antenna violations. Horizontal die dimension landed at 80 microns. Detailed-route vias per instance landed at 1.83. Grouping stages by cell kind, the critical path spends the most delay in flip-flops. Layout overhead on the synthesized area landed at 74.5%. For reference, the top cells by area after synthesis are sky130_fd_sc_hd__dfrtp_1. The slowest stage of the critical path belongs to the cell sky130_fd_sc_hd__dfrtp_1. Stage delay of the slowest cell on the critical path landed at 0.37 ns. Share of synthesized area occupied by flip-flops and latches landed at 100%. Clock buffer count from CTS landed at 3. Power per unit of standard cell area landed at 1890 mW/mm^2. Leakage power landed at 0.000185 uW. Yosys synthesis chip area landed at 250 sq um. Number of hold violations in the final report landed at 0.

Number of flip-flops and latches in the synthesized netlist landed at 10. In this run, the synthesized area fraction spent on and/or/nand/nor cells is recorded as 0%. Achievable clock frequency landed at 1.05 GHz. Dividing the detail-routed wire length by the instance count gives 7.81 microns. For this block, the initial DRC count from the detailed router was 0. Traced cell by cell, the critical path runs through buf_2. The CTS log lists the clock sinks for this run as 10.

Input and output buffers added on the ports amount to 11. The synthesized netlist occupies a cell area of 250 sq um. The global routing report lists combined usage of all routing layers as 1.68%.

STA classifies the critical path startpoint as a flop. Once placement finished, the instance area stood at 425 sq um. Data required time at the worst endpoint landed at 0.80 ns. Sorting the Yosys area breakdown by cell type puts at the top sky130_fd_sc_hd__dfrtp_1.

Deepest level of the CTS H-tree landed at 1. The global route stage reports its total congestion overflow as 0. The worst VDD IR drop from the latest analysis is 0.000393 V. Count of boundary I/O pins landed at 12. Summing the areas of all fa, ha and maj instances in the mapped netlist gives 0% of the synthesized area. Compound-gate portion of the synthesized area landed at 0%.

Setup repair after global routing left no endpoint under its margin. Post-route antenna net violation count landed at 0. Setup violations remaining at the end of the flow were counted as 0. Wires add up to 562 microns. TritonCTS built the clock tree.

Share of the cycle needed by the critical path after routing landed at 95.0%. Post-route worst hold slack landed at 0.217 ns. After technology mapping, the gate count stands at 10. The routed layout has 132 vias. Post-layout instance area landed at 437 sq um. The worst setup path is of the reg2out kind.

Area fraction in mux cells landed at 0%. Clock tree buffer depth landed at 2. Adding up every negative setup slack in the final design gives 0 ns. The script reports the combined buffer and inverter count of the critical path as 1. Per the run summary, max-cap violations total 0. The worst path in the final design needs a cycle of 0.950 ns, including I/O delays and setup.

Layout multi-input combinational cell count landed at 0. First-pass GRT wire length landed at 779 microns. In the post-route analysis, the smallest setup slack over all paths is 0.0496 ns. Warnings raised by the tools during the run amount to 25. Effective utilization at floorplan landed at 7.33%. At the pin with the least slew margin, the transition time is 0.123 ns. Maximum fanout encountered on the critical timing path landed at 1. The number of antenna violations at the first check in global routing is 0. Vertical die dimension landed at 80 microns. The root buffer cell chosen for the clock tree is sky130_fd_sc_hd__clkbuf_4.
worst paths after layout:
path                                       startpoint                    end  depth (start not counted)
worst max register to register  wq1_rptr[1]$_DFF_PN0_  wq2_rptr[1]$_DFF_PN0_                          0
worst min-delay path                           wrst_n  wq2_rptr[2]$_DFF_PN0_                          2
max in group asynchronous                      wrst_n  wq1_rptr[0]$_DFF_PN0_                          2
worst max-delay path            wq2_rptr[4]$_DFF_PN0_            wq2_rptr[4]                          1
worst min register to register  wq1_rptr[2]$_DFF_PN0_  wq2_rptr[2]$_DFF_PN0_                          0
min in group clk0               wq1_rptr[2]$_DFF_PN0_  wq2_rptr[2]$_DFF_PN0_                          0
flip-flops by register name, indices dropped and copies added (netlist names):
name      cells
wq2_rptr      5
wq1_rptr      5
routing by layer:
metal	vias to the layer above	share of wire [%]	global-route usage [%]	routed length, microns
met5	-	0	0	0
met4	0	4.6	0.880	26
met3	4	12	1.14	67
met2	13	21	1.12	119
met1	53	62	2.93	349
li1	62	-	-	-
final cells by class:
cell class            instances  area (sq um)
tap                          46          57.6
timing repair buffer         12          92.6
sequential                   10           250
clock buffer                  4          36.3
fill                        403          2980
power by group:
| group | internal, uW | total (uW) | switching (uW) |
|---|---|---|---|
| Sequential | 424 | 429 | 4.92 |
| Clock | 221 | 356 | 135 |
| Combinational | 29.3 | 41.9 | 12.6 |
through the flow:
stage | total power (uW) | cells | utilization [%]
detailed placement | 492 | 68 | 12.5
floorplan | 434 | 10 | -
global placement | 490 | 68 | 12.5
global route | 857 | 72 | 12.8
CTS | 838 | 72 | 12.8
finish | 827 | 72 | 12.8
layout by cell type, fill, tap and decap left out:
cell type                          n
sky130_fd_sc_hd__dfrtp_1          10
sky130_fd_sc_hd__clkbuf_4          3
sky130_fd_sc_hd__buf_2             5
sky130_fd_sc_hd__clkdlybuf4s50_1   6
sky130_fd_sc_hd__clkbuf_8          1
sky130_fd_sc_hd__buf_4             1
cell families (layout without fill, tap and decap cells):
| kind of cell | after synthesis | count (layout) |
|---|---|---|
| buffers and inverters | 0 | 16 |
| flip-flops | 10 | 10 |
Yosys cell counts:
cell type,n
sky130_fd_sc_hd__dfrtp_1,10
repair_timing:
item	in CTS	in global routing
setup buffers	0	0
endpoints found under the setup margin	5	0
hold buffers	0	0
resized	16	0
Power and IR drop assume default switching activity.
