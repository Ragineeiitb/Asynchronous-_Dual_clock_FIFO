`/design/flow/config.mk`:
```
export PLATFORM = sky130hd
export DESIGN_NAME = Asynchronous_FIFO
export DESIGN_NICKNAME = Asynchronous_FIFO
export VERILOG_FILES = /design/flow/design.v
export SDC_FILE = /design/flow/constraint.sdc
export NUM_CORES = 4
export LEC_CHECK = 1
export CORE_UTILIZATION = 40
```
`/design/flow/constraint.sdc`:
```
current_design Asynchronous_FIFO

set clk_period 6.1
set clk_io_pct 0.2

create_clock -name clk0 -period $clk_period [get_ports {rclk}]
create_clock -name clk1 -period $clk_period [get_ports {wclk}]

set non_clock_inputs [all_inputs -no_clocks]
set_input_delay [expr $clk_period * $clk_io_pct] -clock clk0 $non_clock_inputs
set_output_delay [expr $clk_period * $clk_io_pct] -clock clk0 [all_outputs]
```
`/design/flow/design.v`:
```
module Asynchronous_FIFO #(parameter DSIZE = 8,
 parameter ASIZE = 4)
 (output [DSIZE-1:0] rdata,
 output wfull,
 output rempty,
 input [DSIZE-1:0] wdata,
 input winc, wclk, wrst_n,
 input rinc, rclk, rrst_n);
 wire [ASIZE-1:0] waddr, raddr;
 wire [ASIZE:0] wptr, rptr, wq2_rptr, rq2_wptr;
 synchro_r2W synchro_r2w(.wq2_rptr(wq2_rptr), .rptr(rptr),
 .wclk(wclk), .wrst_n(wrst_n));
 synchro_W2r synchro_W2r1(.rq2_wptr(rq2_wptr), .wptr(wptr),
 .rclk(rclk), .rrst_n(rrst_n));
 fifomem #(DSIZE, ASIZE) fifomem
 (.rdata(rdata), .wdata(wdata),
 .waddr(waddr), .raddr(raddr),
 .wclken(winc), .wfull(wfull),
 .wclk(wclk));
 readptr_empty #(ASIZE) rptr_empty
 (.rempty(rempty),
 .raddr(raddr),
 .rptr(rptr), .rq2_wptr(rq2_wptr),
 .rinc(rinc), .rclk(rclk),
 .rrst_n(rrst_n));
 writeptr_full #(ASIZE) wptr_full
 (.wfull(wfull), .waddr(waddr),
 .wptr(wptr), .wq2_rptr(wq2_rptr),
 .winc(winc), .wclk(wclk),
 .wrst_n(wrst_n));
endmodule
module b_to_g(input [3:0]b, output [3:0] g);
assign g[3]=b[3];
assign g[2]=b[3]^b[2];
assign g[1]=b[2]^b[1];
assign g[0]=b[1]^b[0];
endmodule
module fifomem #(parameter DATASIZE = 8,  
 parameter ADDRSIZE = 4)  
 (output [DATASIZE-1:0] rdata,
 input [DATASIZE-1:0] wdata,
 input [ADDRSIZE-1:0] waddr, raddr,
 input wclken, wfull, wclk);
 localparam DEPTH = 1<<ADDRSIZE;
 reg [DATASIZE-1:0] mem [0:DEPTH-1];
 assign rdata = mem[raddr];
 always @(posedge wclk)
 if (wclken && !wfull) mem[waddr] <= wdata;
endmodule
module readptr_empty #(parameter ADDRSIZE = 4)
 (output reg rempty,
 output [ADDRSIZE-1:0] raddr,
 output reg [ADDRSIZE :0] rptr,
 input [ADDRSIZE :0] rq2_wptr,
 input rinc, rclk, rrst_n);
 reg [ADDRSIZE:0] rbin;
 wire [ADDRSIZE:0] rgraynext;
wire [ADDRSIZE:0] rbinnext;
 wire rempty_val;
 always @(posedge rclk or negedge rrst_n)
 if (!rrst_n) {rbin, rptr} <= 0;
 else {rbin, rptr} <= {rbinnext, rgraynext};
 assign raddr = rbin[ADDRSIZE-1:0];
 assign rbinnext = rbin + (rinc & ~rempty);
 b_to_g g1 (rbinnext,rgraynext);
 assign rempty_val = (rgraynext == rq2_wptr);
 always @(posedge rclk or negedge rrst_n)
 if (!rrst_n) rempty <= 1'b1;
 else rempty <= rempty_val;
endmodule
module synchro_W2r #(parameter ADDRSIZE = 4)
 (output reg [ADDRSIZE:0] rq2_wptr,
 input [ADDRSIZE:0] wptr,
 input rclk, rrst_n);
 reg [ADDRSIZE:0] rq1_wptr;
 always @(posedge rclk or negedge rrst_n)
 begin
 if (!rrst_n) 
 begin
 rq2_wptr <=0; 
 rq1_wptr <= 0;
 end
 else 
 begin
 rq1_wptr <= wptr;
 rq2_wptr <= rq1_wptr;
 end
 end
endmodule
module synchro_r2W #(parameter ADDRSIZE = 4)
 (output reg [ADDRSIZE:0] wq2_rptr,
 input [ADDRSIZE:0] rptr,
 input wclk, wrst_n);
 reg [ADDRSIZE:0] wq1_rptr;
 always @(posedge wclk or negedge wrst_n)
 if (!wrst_n) 
 begin
 wq2_rptr<= 0;
 wq1_rptr<=0;
 end
 else begin 
 wq1_rptr <= rptr;
 wq2_rptr<=wq1_rptr;
 end
endmodule
module writeptr_full #(parameter ADDRSIZE = 4)
 (output reg wfull,
 output [ADDRSIZE-1:0] waddr,
 output reg [ADDRSIZE :0] wptr,
 input [ADDRSIZE :0] wq2_rptr,
 input winc, wclk, wrst_n);
 reg [ADDRSIZE:0] wbin;
 wire [ADDRSIZE:0] wgraynext, wbinnext;
 wire wfull_val;
 always @(posedge wclk or negedge wrst_n)
 if (!wrst_n) {wbin, wptr} <= 0;
 else {wbin, wptr} <= {wbinnext, wgraynext};
 assign waddr = wbin[ADDRSIZE-1:0];
 assign wbinnext = wbin + (winc & ~wfull);
 b_to_g g2 (wbinnext,wgraynext);
 assign wfull_val = (wgraynext=={~wq2_rptr[ADDRSIZE:ADDRSIZE-1],
 wq2_rptr[ADDRSIZE-2:0]});
 always @(posedge wclk or negedge wrst_n)
 begin
 if (!wrst_n)
 wfull <= 1'b0;
 else
 wfull <= wfull_val;
 end
endmodule
```
`/design/flow/run.sh`:
```
#!/bin/bash
# OpenROAD 26Q1-2900-gdf79404cd8, Yosys 0.63+post, stock flow scripts
make -C /OpenROAD-flow-scripts/flow DESIGN_CONFIG=/design/flow/config.mk WORK_HOME=/design/flow/orfs finish
```
==> impl_metrics.py <==
# Synthesis and PnR figures
metrics = {
    "routing": {
        "drt_iter0_markers": 184,
        "avgViaCountPerCell": 5.234,
        "totalWireLength_um": 10180,
        "diodes": 0,
        "wire_per_inst_um": 18.78,
        "vias": 2837,
        "drc_errors": 0,
        "dr.pass1.iters": 6,
        "ant_nets": 0,
    },
    "setup_path": {
        "crit_path_start_kind": "register",
        "worstSetupEndpointType": "output pin",
        "critPathArrivalTime_ns": 2.64,
        "crit_fanout": 24,
        "criticalPathCategory": "register to output pin",
        "worstPathRequired_ns": 4.88,
    },
    "logic_synthesis": {
        "top_area_cell": "edfxtp_1",
        "synth_cell_type_count": 36,
        "most_common_cell": "edfxtp_1",
        "topCellsByArea": "edfxtp_1 66%, dfrtp_1 8.1%, mux4_2 6.2%",
        "syn_area_um2": 5834,
        "syn-instance-count": 300,
        "edf_count": 128,
        "yosysWarnings": 9,
        "synth.avg_cell_area_um2": 19.45,
        "synthTopCellsByCount": "128 x edfxtp_1, 21 x mux2i_1, 19 x dfrtp_1",
        "yosys_area_um2": 5834,
        "synthArstFlopShare_pct": 13.51,
        "numSynthFlops": 148,
        "synth_top_area_share_pct": 65.88,
        "ff_type": "edfxtp_1",
        "yosys_cells": 300,
        "ys_seq_share_pct": 74.48,
    },
    "pwr": {
        "finalPower_mw": 3.426,
        "leakagePower_nw": 2.412,
        "power-per-cell-area_nw_per_um2": 492.0,
        "vdd_drop_max_uv": 267.4,
    },
    "cts": {
        "cts_sinks": 148,
        "tritoncts": "yes",
        "cts-hold-fix-buffers": 0,
        "path_clk_slew_ns": 0.04,
        "cts_resized": 0,
        "post-cts-setup-buffers": 0,
    },
    "final_timing": {
        "worst_pin_slew_ns": 0.8570,
        "hold_viol": 0,
        "max-slew-margin-rel_pct": 42.87,
        "rsz0062_at_grt": "false",
        "tns_ns": 0,
        "finalMaxSlewViolations": 0,
        "skew_ns": 0.005884,
        "holdWs_ns": 0.3449,
        "setup_viol": 0,
    },
    "floorplan": {
        "die_width_um": 122.8,
        "dieHeight_um": 122.8,
        "io_pins": 24,
        "core_um2": 14040,
        "rows": 43,
        "die_area_um2": 15070,
        "fp_util_pct": 41.55,
    },
    "cells_and_area": {
        "utilization_pct": 49.59,
        "layout-drive-gt1-share_pct": 19.89,
        "area_growth_pct": 19.37,
        "fillers": 1089,
        "final_cell_area_um2": 6964,
    },
    "grt": {
        "antenna_found_initial": 0,
        "track_usage_pct": 16.22,
        "grt_pass1_wl_um": 16150,
        "grt_pass1_vias": 3049,
        "grt_max_degree": 33,
        "overflow": 0,
    },
    "placed_design": {
        "place_area_um2": 6289,
        "routabilityCongestion": 0.7949,
        "io_buffers": 21,
        "dp_hpwl_um": 6325,
    },
    "run_status": {
        "outcome": "finished, final reports clean",
    },
    "run": {
        "warning_count": 26,
        "maxCapViolCount": 0,
    },
    "hold_path": {
        "hold_class": "register to register",
    },
}
[routing by layer]
layer  global-route usage (%)  wire length, um  vias up  part of all wire, %
met5                   0.6944                0        -                    0
met4                    1.829              106        0                  1.0
met3                    11.20             1260       13                   12
met2                    24.16             4996      146                   49
met1                    21.24             3814     1387                   37
li1                         -                -     1291                    -
[area by class of cell]
cell class / count / area (um^2) / share of cell area [%]
clock inverters: 12 / 160.2 / 2.300
clock buffers: 24 / 515.5 / 7.402
repair buffers: 40 / 352.8 / 5.066
multi-input cells: 136 / 1356 / 19.48
inverters: 2 / 7.507 / 0.1078
flip-flops and latches: 148 / 4347 / 62.41
well taps: 180 / 225.2 / 3.234
[registers in the layout (all words and copies together), names as in the netlist]
signal and flops:
synchro_W2r1.rq2_wptr 4, rptr_empty.rempty 1, fifomem.mem 128, wptr_full.wptr 3
rptr_empty.rbin 4, wptr_full.wbin 4, synchro_W2r1.rq1_wptr 4
[cell usage in the layout, fill, tap and decap left out, types with 7 or more instances in the layout]
master / Yosys / routed
buf_4: 4 / 19
clkbuf_16: 0 / 20
clkdlybuf4s50_1: 0 / 21
dfrtp_1: 19 / 18
edfxtp_1: 128 / 128
mux2i_1: 21 / 21
mux4_2: 16 / 16
nand2_1: 7 / 7
nand3_1: 8 / 8
nor2_1: 14 / 14
o21ai_1: 7 / 7
[stage by stage]
step	setup slack, ns	instances
CTS	2.170	542
detailed placement	2.466	506
global placement	2.459	506
floorplan	3.444	300
finish	2.237	542
global route	2.011	542
[worst paths after layout]
| path | from | endpoint | slack [ns] | cells after the start |
|---|---|---|---|---|
| worst max-delay path | rptr_empty.rbin[1] | rdata[6] | 2.24 | 6 |
| worst min-delay path | synchro_W2r1.rq1_wptr[1] | synchro_W2r1.rq2_wptr[1] | 0.34 | 0 |
| min in group clk1 | wptr_full.wbin[0] | wptr_full.wbin[0] | 0.61 | 1 |
| max in group clk1 | winc | fifomem.mem[0][6] | 3.62 | 4 |
| worst min register to register | synchro_W2r1.rq1_wptr[1] | synchro_W2r1.rq2_wptr[1] | 0.34 | 0 |
| worst max register to register | rptr_empty.rbin[0] | rptr_empty.rempty | 4.04 | 7 |
| min in group asynchronous | wrst_n | wptr_full.wbin[0] | 1.07 | 1 |
| max in group asynchronous | rrst_n | rptr_empty.rbin[1] | 4.36 | 1 |
[cell families after synthesis]
group | synth area share (%)
other | 0.06427
adders and majority gates | 0.8579
and+or+nand+nor | 4.547
xor gates and xnor gates | 1.823
AOI/OAI and AO/OA | 3.474
DFF | 74.48
muxes | 12.48
buffers and inverters | 2.273
[power breakdown]
| group | total [mW] | internal [mW] | leakage [nW] | switching (mW) |
|---|---|---|---|---|
| Clock | 1.14 | 0.764 | 0.322 | 0.376 |
| Sequential | 1.37 | 1.27 | 1.39 | 0.106 |
| Combinational | 0.913 | 0.472 | 0.700 | 0.442 |
| Total | 3.43 | 2.50 | 2.41 | 0.924 |
[worst max-delay path: stages (launching register included)]
cell and delay (ns):
dfrtp_2 0.64, buf_4 0.47, mux4_2 0.36, and2_1 0.18
a211oi_2 0.23, a21oi_1 0.07, clkdlybuf4s50_1 0.44
Power figures rest on the tool's default switching activity, not on a simulated workload.
